==> flow/design.v <==
`timescale 1ns / 1ps
module data_memory_hazard(
    input wire EX_MEM_regwrite,
    input wire [2:0] EX_MEM_rd,
    input wire MEM_WB_regwrite,
    input wire [2:0] MEM_WB_rd,
    input wire [2:0] rs1,
    input wire [2:0] rs2,
    input wire clk,
    input wire ResultSrc_MEM ,
    output reg [1:0] forward_A,
    output reg [1:0] forward_B,
    output reg [1:0] forward_AL,
    output reg [1:0] forward_BL
);
    reg EX_MEM_regwrite_d;
    reg MEM_WB_regwrite_d;
     reg EX_MEM_regwrite_dd;
    reg MEM_WB_regwrite_dd;
    reg ResultSrc_MEM_d ;
    reg ResultSrc_MEM_dd ;
    always @(posedge clk) begin
        EX_MEM_regwrite_d <= EX_MEM_regwrite;
        MEM_WB_regwrite_d <= MEM_WB_regwrite;
    end
     always @(posedge clk) begin
        EX_MEM_regwrite_dd <= EX_MEM_regwrite_d;
        MEM_WB_regwrite_dd <= MEM_WB_regwrite_d;
        ResultSrc_MEM_d <= ResultSrc_MEM ;
        ResultSrc_MEM_dd <= ResultSrc_MEM_d;
    end
    always @(*) begin
      if(ResultSrc_MEM_dd) begin
      if (EX_MEM_regwrite_dd &&   (EX_MEM_rd == rs1) )
            forward_AL = 2'b10;
        else if (MEM_WB_regwrite_dd && (MEM_WB_rd == rs1))
            forward_AL = 2'b01;
        else
            forward_AL = 2'b00;
        if (EX_MEM_regwrite_dd && (EX_MEM_rd == rs2))
            forward_BL = 2'b10;
        else if (MEM_WB_regwrite_dd &&  (MEM_WB_rd == rs2))
            forward_BL = 2'b01;
        else
            forward_BL = 2'b00;
      end
      else begin 
      forward_AL =0 ;
      forward_BL = 0;
      end
        if (EX_MEM_regwrite_dd &&   (EX_MEM_rd == rs1) )
            forward_A = 2'b10;
        else if (MEM_WB_regwrite_dd && (MEM_WB_rd == rs1))
            forward_A = 2'b01;
        else
            forward_A = 2'b00;
        if (EX_MEM_regwrite_dd && (EX_MEM_rd == rs2))
            forward_B = 2'b10;
        else if (MEM_WB_regwrite_dd &&  (MEM_WB_rd == rs2))
            forward_B = 2'b01;
        else
            forward_B = 2'b00;
    end
endmodule
==> flow/run.sh <==
#!/bin/bash
# OpenROAD 26Q1-2900-gdf79404cd8, Yosys 0.63+post, stock flow scripts
make -C /OpenROAD-flow-scripts/flow DESIGN_CONFIG=/design/flow/config.mk WORK_HOME=/design/flow/orfs finish
==> flow/config.mk <==
export PLATFORM = sky130hd
export DESIGN_NAME = data_memory_hazard
export DESIGN_NICKNAME = data_memory_hazard
export VERILOG_FILES = /design/flow/design.v
export SDC_FILE = /design/flow/constraint.sdc
export NUM_CORES = 4
export LEC_CHECK = 1
export CORE_AREA = 10 10 70 70
export DIE_AREA = 0 0 80 80
==> flow/constraint.sdc <==
current_design data_memory_hazard

set clk_period 2.4
set clk_io_pct 0.2

create_clock -name clk0 -period $clk_period [get_ports {clk}]

set non_clock_inputs [all_inputs -no_clocks]
set_input_delay [expr $clk_period * $clk_io_pct] -clock clk0 $non_clock_inputs
set_output_delay [expr $clk_period * $clk_io_pct] -clock clk0 [all_outputs]
==> results.toml <==
# implementation run metrics
[final_timing]
finalSetupViolCount = 0
hold-worst-slack_ns = 0.322
rsz0062_at_grt = "no"
clock_skew_ns = 0.000619
hold_viol_final = 0
fmax_ghz = 0.440
slew_headroom_pct = 87.4
fin_crit_sh_pct = 94.7
fin_crit_ns = 2.27
maxSlewViolCount = 0
worst_pin_slew_ns = 0.187
tns_ns = 0

[clocking]
cts.sinks = 6
cts_htree_levels = 1
cts-root-buf = "clkbuf_4"
tritoncts = "yes"
clock_path_buffers = 2
clkTransAtPathRegs_ns = 0.04
cts_inserted_buffers = 3
clk_latency_ns = 0.24

[synthesis]
ys_area_um2 = 329
synth_flops = 6
ys.warnings.count = 1
syn_area_per_cell_um2 = 10.6
synth_top_flop_cell = "dfxtp_1"
synth-edff-count = 0
synth.most_common_cell = "xnor2_1"
synth_cell_types = 9
yosys.area.top_type = "dfxtp_1"
async_flop_share_pct = 0
top_cell_area_share_pct = 36.5
synthCells = 31
synthTopCellsByCount = "xnor2_1, dfxtp_1, nand2_1"
syn_area_um2 = 329
synth_stat.cells = 31
yosysSeqAreaShare_pct = 36.5
topCellsByArea = "dfxtp_1, xnor2_1, nor4b_4, and4_4, nand2_1"

[flow_run]
warnings = 25
cap_violations = 0

[critical_path]
cp.required_ns = 1.92
cp-start-kind = "input port"
critPathMaxFanout = 4
reg2reg_from = "ResultSrc_MEM_d$_DFF_P_"
worstSetupEndpointType = "output port"
r2r_setup_slack_ns = 2.01
reg2regPathDepth = 0
r2r-end = "ResultSrc_MEM_dd$_DFF_P_"
crit_type = "in2out"
arrival_ns = 1.79

[routing]
wire_per_inst_um = 9.75
drc = 0
drt_iter0_markers = 9
vias_per_cell = 2.97
via_count = 318
totalWireLength_um = 1040
dr.pass1.iters = 2
diodes = 0
drtAntennaViolNets = 0

[power_and_ir_drop]
vdd_drop_max_uv = 268
power_frac_comb_pct = 29.0
seqPwrFrac_pct = 39.2
p_switching_uw = 64.0
swShare_pct = 23.2
intPower_uw = 212
clkPwrFrac_pct = 31.9
p_per_area_nw_per_um2 = 400
p_leak_uw = 0.000295

[place]
port-buffer-count = 23
gp_congestion = 0.778
dpl.hpwl_um = 882

[status]
status = "finished, final reports clean"

[layout]
area_growth_pct = 110
fin_util_pct = 20.2
layout-drive-gt1-share_pct = 26.2

[hold_path]
hold_start = "MEM_WB_regwrite_d$_DFF_P_"
hold_end = "MEM_WB_regwrite_dd$_DFF_P_"
hold_depth = 0
hold_class = "reg2reg"

[floorplanning]
chip_area_um2 = 6400
core-area_um2 = 3420
rows = 21
fp.dieH_um = 80
io_pins = 24
fp_util_pct = 9.63
die_x_um = 80

[global_routing]
grt_use_total_pct = 3.36
grt_antenna_before_repair = 0
grt_pass1_vias = 361
overflow = 0
grt_max_degree = 5
grt_pass1_wl_um = 1660
cell type report:
class	instances	area, µm²
Sequential cell	6	120
Tap cell	46	57.6
Fill cell	383	2730
Timing Repair Buffer	27	250
Multi-Input combinational cell	25	240
Clock buffer	3	22.5
flip-flops by register name (all words and copies together) (netlist names):
name / flops
EX_MEM_regwrite_d: 1
ResultSrc_MEM_d: 1
MEM_WB_regwrite_dd: 1
MEM_WB_regwrite_d: 1
ResultSrc_MEM_dd: 1
EX_MEM_regwrite_dd: 1
power by group through the flow:
stage	Clock (µW)	Sequential, µW	Combinational [µW]
finish	88.0	108	80.0
global route	102	109	87.1
CTS	93.7	108	77.2
kinds of logic (layout without fill, tap and decap cells):
family	Yosys count	in the layout	share of synthesized area [%]
DFF	6	6	36.5
and+or+nand+nor	13	13	31.6
buffers and inverters	0	30	0
xor gates and xnor gates	12	12	31.9
metal layers:
layer	GRT usage [%]	up-vias	share of wire, %
met1	3.87	137	39
met2	5.22	18	45
li1	-	163	-
met4	0.352	0	0
met3	2.27	0	16
met5	0	-	0
worst max-delay path, stage by stage:
cell             delay, ns
dlygate4sd2_1         0.27
xnor2_1               0.16
and4_4                0.27
and2_2                0.14
clkdlybuf4s50_1       0.46
worst max-delay path by stage:
stage | slack (ns) | from | cells after the start | to
5_1_grt | 0.03 | rs2[2] | 6 | forward_B[0]
4_1_cts | 0.03 | MEM_WB_rd[2] | 5 | forward_B[0]
6_report | 0.13 | rs2[0] | 5 | forward_BL[1]
placed cells by master (no fill, tap or decap):
cell type and instances:
and2_1 1, and2_2 1, and4_4 2, buf_4 4
clkbuf_4 3, clkdlybuf4s50_1 9, dfxtp_1 6, dlygate4sd2_1 12
dlymetal6s2s_1 2, nand2_1 4, nand2_2 1, nor3_1 1
nor3_2 1, nor4b_4 2, xnor2_1 10, xnor2_2 2
through the flow:
step	setup slack [ns]	power, µW	area, µm²	instances
2_1_floorplan	0.921	140	329	31
3_3_place_gp	-0.148	186	624	101
3_5_place_dp	-0.162	186	624	101
4_1_cts	0.0256	279	668	107
5_1_grt	0.0329	298	691	107
6_report	0.126	276	691	107
timing repair:
item	CTS	global route
buffers inserted	3	0
endpoints found under the setup margin	6	3
pin swaps	6	0
hold endpoints to repair	0	0
gates resized	14	5
hold buffers	0	0
No activity file was given, so power comes from the tool's default toggle rates.
