**flow/run.sh**
```bash
#!/bin/bash
# OpenROAD 26Q1-2900-gdf79404cd8, Yosys 0.63+post, stock flow scripts
make -C /OpenROAD-flow-scripts/flow DESIGN_CONFIG=/design/flow/config.mk WORK_HOME=/design/flow/orfs finish
```
**flow/config.mk**
```make
export PLATFORM = sky130hd
export DESIGN_NAME = control_unit
export DESIGN_NICKNAME = control_unit
export VERILOG_FILES = /design/flow/design.v
export SDC_FILE = /design/flow/constraint.sdc
export NUM_CORES = 4
export LEC_CHECK = 1
export CORE_AREA = 10 10 70 70
export DIE_AREA = 0 0 80 80
```
**flow/constraint.sdc**
```tcl
current_design control_unit

set clk_period 1.4
set clk_io_pct 0.2

create_clock -name clk0 -period $clk_period

set non_clock_inputs [all_inputs -no_clocks]
set_input_delay [expr $clk_period * $clk_io_pct] -clock clk0 $non_clock_inputs
set_output_delay [expr $clk_period * $clk_io_pct] -clock clk0 [all_outputs]
```
**flow/design.v**
```verilog
`timescale 1ns / 1ps
module control_unit(
    input wire [3:0] opcode,
    input wire stall,
    input wire flush,
    output reg ResultSrc,
    output reg MemRead,
    output reg MemWrite,
    output reg ALUSrc,
    output reg [1:0] ImmSrc,
    output reg RegWrite,
    output reg Branch,
    output reg Jump,
    output reg halt,
    output reg is_unsigned
    );
    always@(*) begin
        ResultSrc = 0; MemRead = 0; MemWrite = 0;
        ALUSrc = 0; ImmSrc = 2'b11; RegWrite = 0;
        Branch = 0; Jump = 0; halt = 0; is_unsigned = 0;
        if(!stall && !flush)begin
        case (opcode)
            4'b0000: RegWrite = 1;
            4'b0001: begin RegWrite = 1; is_unsigned = 1; end
            4'b0010: begin RegWrite = 1; is_unsigned = 1; end
            4'b0011: RegWrite = 1;
            4'b0100: begin RegWrite = 1; is_unsigned = 1; end
            4'b0101: RegWrite = 1;
            4'b0110: begin ImmSrc = 2'b10; RegWrite = 1; ALUSrc = 1; is_unsigned = 1; end
            4'b0111: begin ResultSrc = 1; MemRead = 1; ALUSrc = 1; ImmSrc = 2'b01; RegWrite = 1; end
            4'b1000: begin MemWrite = 1; ALUSrc = 1; ImmSrc = 2'b01; end
            4'b1001: begin ALUSrc = 1; ImmSrc = 2'b11; RegWrite = 1; is_unsigned = 1; end
            4'b1010: begin ALUSrc = 1; ImmSrc = 2'b00; RegWrite = 1; is_unsigned = 1; end
            4'b1011, 4'b1100: begin ImmSrc = 2'b01; Branch = 1; end
            4'b1101: begin ImmSrc = 2'b00; Jump = 1; end
            4'b1110 : begin end
            4'b1111: begin halt = 1; end
            default: begin ResultSrc = 0; MemRead = 0; MemWrite = 0; ALUSrc = 0; ImmSrc = 2'b11; RegWrite = 0; Branch = 0; Jump = 0; is_unsigned = 0; end
        endcase
    end  
    end
endmodule
```
==> GITHUB_STEP_SUMMARY <==
## Synthesis and layout report

| Metric | Value |
|---|---|
| Status | `finished, violations left` |
| Failing checks | `setup timing` |
| Top area cell types | `ha_1, a21oi_1, mux2i_1` |
| Critical-path cell list | `buf_6, buf_6, buf_6, ha_4, mux2_4, a2bb2oi_2, buf_2` |
| Worst path slowest cell | `mux2_4` |
| DP Wirelength | `733.5 µm` |
| Yosys xor share | `0%` |
| Adder share | `28.71%` |
| Yosys chip area | `261.5 µm²` |
| Synth-to-Final Area Change | `154.1%` |
| Max_cap viols | `0` |
| Vias in the first global route | `367` |
| Final-report setup violation count | `6` |
| Pins Over Slew Limit | `0` |
| Share of cells above drive strength 1 | `84.38%` |
| Tool Warnings | `39` |
| Synth cell types | `19` |
| Average wire per standard cell | `10.11 µm` |
| Final cell count without fillers | `110` |
| Synth Seq Share | `0%` |
| Worst slack at placement | `-0.8463 ns` |
| Max-area cell share | `28.71%` |
| Hold Startpoint | `opcode[3]` |
| Uppermost layer routed | `met3` |
| VDD IR max | `0.03430 mV` |
| CP Launch Type | `primary input` |
| Initial DRC count | `14` |
| Vias per cell | `3.227` |
| Crit Path Class | `primary input to output pin` |
| Die Y | `80 µm` |
| Worst hold-check path type | `primary input to output pin` |
| Row cnt | `21` |
| Leak | `0.0002841 µW` |
| Post-route cell area | `664.4 µm²` |
| Logic area | `336.6 µm²` |
| Initial antenna violation count | `0` |
| Synth Area per Inst | `7.924 µm²` |
| ANT nets after route | `0` |
| Congestion Overflow GR | `0` |
| Core Box Area | `0.003416 mm²` |
| Gr usage total | `3.443%` |
| Post-Synth AOI/OAI Area | `14.83%` |
| Worst setup EP type | `output pin` |
| Top logic family | `simple AND/OR/NAND/NOR gates` |
| DP Cell Count | `100` |
| Simple share | `35.89%` |
| Fillers | `369` |
| End of the worst hold path | `is_unsigned` |
| Yosys cell count | `33` |
| M1 wire length | `541 µm` |
| Fin crit period | `1.561 ns` |
| Count of final hold-check violations | `0` |
| Met2 routed WL | `474 µm` |
| Actual slew at the worst max-slew pin | `0.3828 ns` |
| Pwr Density | `216.4 mW/mm²` |
| First-pass iteration count of the detailed router | `3` |
| Routed wl met3 | `95 µm` |
| Final WS setup | `-0.1614 ns` |
| Synth Cell Area | `261.5 µm²` |
| DIE WIDTH | `80 µm` |
| Num ports | `17` |
| First-pass GRT wire length | `1863 µm` |
| RD Place Congestion | `0.7084` |
| Port bufs | `17` |
| Clock buffer cells | `0` |
| Most frequent cell on the critical path | `buf_6` |
| Die area | `0.006400 mm²` |
| Worst path max stage delay | `0.27 ns` |
| Worst Path Required | `1.12 ns` |
| Total power | `143.8 µW` |
| Worst Path Arrival | `1.28 ns` |
| Min-Delay Path Depth | `4` |
| N_diodes | `0` |
| Via count | `355` |
| Largest net degree at the start of global routing | `10` |
| Sum Neg Setup Slack | `-0.4909 ns` |
| F_max | `640.5 MHz` |
| Placed Area | `519.2 µm²` |
| DRC errors left | `0` |
| Cycle use final | `111.5%` |
| Post-synth mux share | `11.96%` |
| Flops | `0` |
| Cells after Synth | `33` |
| Core Util at FP | `7.656%` |
| Total wire length | `1112 µm` |
| Max FO, Critical Path | `4` |
| Ys Warns | `1` |
| Max_slew headroom | `74.12%` |
| Seq. cell area | `0 µm²` |
| Area leader, netlist | `ha_1` |
| RSZ-0062 raised after global routing | `true` |
-- worst max-delay path: cells and delay by family --
kind / cells / cell delay [ns]
adder cells (fa/ha/maj): 1 / 0.15
buffers and inverters: 4 / 0.46
multiplexers: 1 / 0.27
AND-OR/OR-AND: 1 / 0.13
-- cells by family (layout without fill, tap and decap cells) --
| logic type | Yosys count | in the layout |
|---|---|---|
| compound gates | 6 | 6 |
| fa+ha+maj | 6 | 6 |
| buf+inv | 4 | 35 |
| mux | 3 | 3 |
| simple gates | 14 | 14 |
-- synthesized netlist by cell type (all sizes together) --
library cell  count
nor3b             1
nor2              3
a2bb2oi           1
buf               2
nand3b            1
mux2i             2
or2               1
a21oi             4
or3b              3
ha                6
nor3              1
a211o             1
inv               2
nand2             2
nor4b             1
nand2b            1
mux2              1
-- timing repair --
action | CTS | global route
pin swaps | 9 | 4
buffers inserted | 8 | 2
gates resized | 85 | 6
endpoints found under the setup margin | 11 | 11
hold buffers | 0 | 0
-- power by group --
group / internal, µW / switching [µW]
combinational: 83.8 / 60.0
sequential: 0 / 0
clock: 0 / 0
total: 83.8 / 60.0
-- worst max path at each step --
stage                  endpoint  slack [ns]       from
final                 ImmSrc[1]       -0.16  opcode[0]
after global routing  ImmSrc[1]       -0.20  opcode[0]
after CTS             ImmSrc[1]       -0.15  opcode[0]
-- layer usage --
layer  track usage (%)  vias up
met2             5.457       15
li1                  -      177
met3            0.7955        0
met4                 0        0
met1             4.888      163
met5                 0        -
-- final cells by class --
class / instances / share of cell area (%)
inverters: 2 / 1.507
repair buffers: 33 / 39.17
multi-input cells: 29 / 50.66
well taps: 46 / 8.663
-- per-stage QoR --
stage	util, %	hold WS, ns
2_1_floorplan	-	0.5831
3_3_place_gp	15.20	1.656
3_5_place_dp	15.20	1.653
4_1_cts	18.72	0.9032
5_1_grt	19.45	0.9322
6_report	19.45	0.9049
-- cells in the final DEF (no fill, tap or decap) --
cell type / instances
buf_2: 11
buf_6: 11
buf_4: 8
ha_4: 4
a21oi_2: 3
mux2i_1: 2
or3b_4: 2
nor2_1: 2
ha_2: 2
clkbuf_2: 2
inv_4: 1
a21oi_1: 1
or2_4: 1
a211o_2: 1
nand2b_1: 1
nand2_2: 1
nor2_2: 1
nand2_1: 1
inv_2: 1
mux2_4: 1
nor4b_1: 1
a2bb2oi_2: 1
nand3b_1: 1
or3b_1: 1
nor3b_2: 1
nor3_4: 1
clkdlybuf4s15_2: 1
Power figures rest on the tool's default switching activity, not on a simulated workload.
